==> run.sh <==
#!/bin/bash
# OpenROAD 26Q1-2900-gdf79404cd8, Yosys 0.63+post, stock flow scripts
make -C /OpenROAD-flow-scripts/flow DESIGN_CONFIG=/design/flow/config.mk WORK_HOME=/design/flow/orfs finish
==> config.mk <==
export PLATFORM = sky130hd
export DESIGN_NAME = coeff_selector
export DESIGN_NICKNAME = coeff_selector
export VERILOG_FILES = /design/flow/design.v
export SDC_FILE = /design/flow/constraint.sdc
export NUM_CORES = 4
export LEC_CHECK = 1
export CORE_AREA = 10 10 98 98
export DIE_AREA = 0 0 108 108
export SYNTH_HDL_FRONTEND = slang
export SYNTH_MEMORY_MAX_BITS = 65536
==> constraint.sdc <==
current_design coeff_selector

set clk_period 3.0
set clk_io_pct 0.2

create_clock -name clk0 -period $clk_period

set non_clock_inputs [all_inputs -no_clocks]
set_input_delay [expr $clk_period * $clk_io_pct] -clock clk0 $non_clock_inputs
set_output_delay [expr $clk_period * $clk_io_pct] -clock clk0 [all_outputs]
==> design.v <==
module coeff_selector #(
    parameter TAP_WIDTH      = 32,
    parameter FF_TAP_COUNT   = 4,
    parameter FB_TAP_COUNT   = 3,
    parameter NUM_LP_FILTERS   = 20
)
(
    input  logic [8:0]           filter_index,   
    output logic signed [TAP_WIDTH-1:0]   B [0:FF_TAP_COUNT-1],        
    output logic signed [TAP_WIDTH-1:0]   A [0:FB_TAP_COUNT-1]         
);
    logic signed [TAP_WIDTH-1:0] mem [0:NUM_LP_FILTERS-1][0:1][0:FF_TAP_COUNT-1];
    initial begin
        mem[0][0][0] = 2;
        mem[0][0][1] = 6;
        mem[0][0][2] = 6;
        mem[0][0][3] = 2;
        mem[0][1][0] = -22432;
        mem[0][1][1] = 20560;
        mem[0][1][2] = -6303;
        mem[0][1][3] = 0;
        mem[1][0][0] = 14;
        mem[1][0][1] = 43;
        mem[1][0][2] = 43;
        mem[1][0][3] = 14;
        mem[1][1][0] = -20298;
        mem[1][1][1] = 17066;
        mem[1][1][2] = -4845;
        mem[1][1][3] = 0;
        mem[2][0][0] = 43;
        mem[2][0][1] = 130;
        mem[2][0][2] = 130;
        mem[2][0][3] = 43;
        mem[2][1][0] = -18179;
        mem[2][1][1] = 14050;
        mem[2][1][2] = -3715;
        mem[2][1][3] = 0;
        mem[3][0][0] = 92;
        mem[3][0][1] = 278;
        mem[3][0][2] = 278;
        mem[3][0][3] = 92;
        mem[3][1][0] = -16080;
        mem[3][1][1] = 11468;
        mem[3][1][2] = -2837;
        mem[3][1][3] = 0;
        mem[4][0][0] = 164;
        mem[4][0][1] = 493;
        mem[4][0][2] = 493;
        mem[4][0][3] = 164;
        mem[4][1][0] = -14004;
        mem[4][1][1] = 9282;
        mem[4][1][2] = -2154;
        mem[4][1][3] = 0;
        mem[5][0][0] = 259;
        mem[5][0][1] = 778;
        mem[5][0][2] = 778;
        mem[5][0][3] = 259;
        mem[5][1][0] = -11952;
        mem[5][1][1] = 7457;
        mem[5][1][2] = -1620;
        mem[5][1][3] = 0;
        mem[6][0][0] = 378;
        mem[6][0][1] = 1136;
        mem[6][0][2] = 1136;
        mem[6][0][3] = 378;
        mem[6][1][0] = -9922;
        mem[6][1][1] = 5962;
        mem[6][1][2] = -1201;
        mem[6][1][3] = 0;
        mem[7][0][0] = 523;
        mem[7][0][1] = 1569;
        mem[7][0][2] = 1569;
        mem[7][0][3] = 523;
        mem[7][1][0] = -7911;
        mem[7][1][1] = 4773;
        mem[7][1][2] = -868;
        mem[7][1][3] = 0;
        mem[8][0][0] = 692;
        mem[8][0][1] = 2078;
        mem[8][0][2] = 2078;
        mem[8][0][3] = 692;
        mem[8][1][0] = -5918;
        mem[8][1][1] = 3868;
        mem[8][1][2] = -599;
        mem[8][1][3] = 0;
        mem[9][0][0] = 888;
        mem[9][0][1] = 2666;
        mem[9][0][2] = 2666;
        mem[9][0][3] = 888;
        mem[9][1][0] = -3937;
        mem[9][1][1] = 3232;
        mem[9][1][2] = -376;
        mem[9][1][3] = 0;
        mem[10][0][0] = 1112;
        mem[10][0][1] = 3337;
        mem[10][0][2] = 3337;
        mem[10][0][3] = 1112;
        mem[10][1][0] = -1966;
        mem[10][1][1] = 2855;
        mem[10][1][2] = -181;
        mem[10][1][3] = 0;
        mem[11][0][0] = 1365;
        mem[11][0][1] = 4095;
        mem[11][0][2] = 4095;
        mem[11][0][3] = 1365;
        mem[11][1][0] = -0;
        mem[11][1][1] = 2730;
        mem[11][1][2] = -0;
        mem[11][1][3] = 0;
        mem[12][0][0] = 1649;
        mem[12][0][1] = 4948;
        mem[12][0][2] = 4948;
        mem[12][0][3] = 1649;
        mem[12][1][0] = 1966;
        mem[12][1][1] = 2855;
        mem[12][1][2] = 181;
        mem[12][1][3] = 0;
        mem[13][0][0] = 1967;
        mem[13][0][1] = 5901;
        mem[13][0][2] = 5901;
        mem[13][0][3] = 1967;
        mem[13][1][0] = 3937;
        mem[13][1][1] = 3232;
        mem[13][1][2] = 376;
        mem[13][1][3] = 0;
        mem[14][0][0] = 2322;
        mem[14][0][1] = 6966;
        mem[14][0][2] = 6966;
        mem[14][0][3] = 2322;
        mem[14][1][0] = 5918;
        mem[14][1][1] = 3868;
        mem[14][1][2] = 599;
        mem[14][1][3] = 0;
        mem[15][0][0] = 2718;
        mem[15][0][1] = 8154;
        mem[15][0][2] = 8154;
        mem[15][0][3] = 2718;
        mem[15][1][0] = 7911;
        mem[15][1][1] = 4773;
        mem[15][1][2] = 868;
        mem[15][1][3] = 0;
        mem[16][0][0] = 3159;
        mem[16][0][1] = 9479;
        mem[16][0][2] = 9479;
        mem[16][0][3] = 3159;
        mem[16][1][0] = 9922;
        mem[16][1][1] = 5962;
        mem[16][1][2] = 1201;
        mem[16][1][3] = 0;
        mem[17][0][0] = 3652;
        mem[17][0][1] = 10958;
        mem[17][0][2] = 10958;
        mem[17][0][3] = 3652;
        mem[17][1][0] = 11952;
        mem[17][1][1] = 7457;
        mem[17][1][2] = 1620;
        mem[17][1][3] = 0;
        mem[18][0][0] = 4204;
        mem[18][0][1] = 12612;
        mem[18][0][2] = 12612;
        mem[18][0][3] = 4204;
        mem[18][1][0] = 14004;
        mem[18][1][1] = 9282;
        mem[18][1][2] = 2154;
        mem[18][1][3] = 0;
        mem[19][0][0] = 4822;
        mem[19][0][1] = 14467;
        mem[19][0][2] = 14467;
        mem[19][0][3] = 4822;
        mem[19][1][0] = 16080;
        mem[19][1][1] = 11468;
        mem[19][1][2] = 2837;
        mem[19][1][3] = 0;
    end
    always_comb begin
        B[0] = mem[filter_index][0][0];
        B[1] = mem[filter_index][0][1];
        B[2] = mem[filter_index][0][2];
        B[3] = mem[filter_index][0][3];
        A[0] = mem[filter_index][1][0];
        A[1] = mem[filter_index][1][1];
        A[2] = mem[filter_index][1][2];
    end
endmodule
==> results.tsv <==
metric	value	unit
rsz0062_at_grt	yes	
fp.dieH	108	um
holdWs	1.859	ns
drv_slew	0	
setup.worst_path.end	A[64]	
critPathArrivalTime	2.37	ns
postSynthSeqShare	0	%
core-area	0.007647	sq mm
period_used_share	99.12	%
hp-start	filter_index[2]	
p_leak	2.061	nW
insertedDiodeCount	0	
overflow	0	
crit_buf_inv	4	
drt_iter0_markers	147	
antenna_found_initial	0	
drive_above_1_share	22.82	%
status	complete, no violations	
period_minus_slack	2.974	ns
ys_chip_area	0.002973	sq mm
grt_max_degree	42	
std_cell_rows	32	
power.density	164.4	mW/mm^2
flops	0	
die_x	108	um
crit_family	buffers and inverters	
crit_path_end_kind	output port	
die-area	0.01166	sq mm
synthCells	435	
drt-pass1-iter-count	4	
grt_pass1_vias	3071	
fp-utilization	38.87	%
synth_stat.cells	435	
final_util	57.40	%
seqCellArea	0	sq um
hp-class	primary input to output port	
cap_violations	0	
setup_viol_count_final	0	
cpPeakStageDelay	0.50	ns
ys_warn_count	0	
ys_types	53	
drtAntennaViolNets	0	
hpwl	9.580	mm
drc	0	
worst_path_max_delay_cell	clkdlybuf4s50_1	
io_pins	233	
dp_slack	-0.4375	ns
io_buffer_count	138	
warnings	51	
cts_hold_repair.buffers	0	
worst-path-max-fanout	6	
crit_cells	7	
wirelength	12.05	mm
grt_usage	18.05	%
hold_violations	0	
final.clkbuf_count	0	
max_freq	0.3363	GHz
mostFrequentLayoutCells	clkdlybuf4s50_1, conb_1, buf_4	
wl_per_cell	18.17	um
irDropWorstVdd	0.00007026	V
cp-startpoint	filter_index[4]	
crit_type	primary input to output port	
required	2.40	ns
viasPerCell	4.834	
avgSynthCellArea	6.834	sq um
path_cells	clkdlybuf4s50_1 > buf_6 > buf_4 > nor2_4 > nand2_2 > o221ai_1 > clkdlybuf4s50_1	
dr_total_vias	3205	
worst_slack	0.02634	ns
crit_path_frequent_cell	clkdlybuf4s50_1	
syn-cell-area	0.002973	sq mm
grt_first_pass_wirelength	17.14	mm
layout_top_cell	clkdlybuf4s50_1	
start_kind	primary input	
place.gp.congestion	0.9661	
area_growth	47.64	%
-- kinds of logic (layout without fill, tap and decap cells) --
family                   Yosys count  in the layout  synth area share [%]
other                              1             91                0.1261
AND-OR/OR-AND                    111            111                 25.29
buffers and inverters            198            234                 47.60
multiplexers                       4              4                 1.768
adder cells (fa/ha/maj)           16             16                 6.734
AND/OR/NAND/NOR                  105            105                 18.48
-- metal layers --
metal  wire length [um]  up-vias  track usage [%]
li1                   -     1489                -
met1               5195     1505            23.65
met2               5411      196            30.17
met3               1274       15            4.458
met4                169        0            2.004
met5                  0        -                0
-- where the power goes --
| group | total (W) | internal (W) | switching [W] |
|---|---|---|---|
| registers | 0 | 0 | 0 |
| clock network | 0 | 0 | 0 |
| logic | 0.000722 | 0.000438 | 0.000284 |
| total | 0.000722 | 0.000438 | 0.000284 |
-- stage by stage --
stage	TNS (ns)	area (sq um)	total power, W	std cells
after floorplan	0	3311	0.0003841	525
after global placement	-31.05	4090	0.0006830	654
after detailed placement	-31.36	4090	0.0006812	654
after CTS	-0.01254	4192	0.0007018	654
after global routing	-0.2582	4389	0.0007855	663
final	0	4389	0.0007218	663
-- cell type report --
class / count / area (sq um)
Inverter: 12 / 58.81
Timing Repair Buffer: 222 / 2178
Multi-Input combinational cell: 327 / 2024
Tap cell: 102 / 127.6
Fill cell: 706 / 3258
-- worst min-delay path by stage --
stage | endpoint | slack [ns] | cells past startpoint
4_1_cts | A[10] | 1.99 | 4
5_1_grt | B[9] | 1.89 | 6
6_report | A[35] | 1.86 | 5
-- Yosys cell counts, drive strengths merged (4+ instances only) --
cell type / number / area share (%)
a21o: 5 / 1.5
a21oi: 26 / 4.9
and2: 4 / 0.84
buf: 182 / 46
clkbuf: 4 / 0.50
ha: 16 / 6.7
inv: 12 / 1.5
nand2: 26 / 3.4
nand2b: 11 / 2.3
nand3: 9 / 1.5
nor2: 23 / 3.2
nor2b: 16 / 3.6
nor3: 4 / 0.67
o211ai: 8 / 2.0
o21ai: 27 / 4.5
o221ai: 6 / 1.8
o22ai: 8 / 1.9
o31ai: 4 / 1.0
or2: 5 / 1.2
-- repair_timing --
item | in CTS | in global routing
setup buffers | 0 | 7
gates cloned | 0 | 2
setup endpoints to repair | 115 | 82
resized | 36 | 30
pin swaps | 4 | 6
No activity file was given, so power comes from the tool's default toggle rates.
