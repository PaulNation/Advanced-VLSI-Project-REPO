===== ./run.sh =====
#!/bin/bash
# OpenROAD 26Q1-2900-gdf79404cd8, Yosys 0.63+post, stock flow scripts
make -C /OpenROAD-flow-scripts/flow DESIGN_CONFIG=/design/flow/config.mk WORK_HOME=/design/flow/orfs finish

===== ./config.mk =====
export PLATFORM = sky130hd
export DESIGN_NAME = iir_filter_pipelined
export DESIGN_NICKNAME = iir_filter_pipelined
export VERILOG_FILES = /design/flow/design.v
export SDC_FILE = /design/flow/constraint.sdc
export NUM_CORES = 4
export LEC_CHECK = 1
export CORE_UTILIZATION = 40
export SYNTH_HDL_FRONTEND = slang

===== ./constraint.sdc =====
current_design iir_filter_pipelined

set clk_period 19.5
set clk_io_pct 0.2

create_clock -name clk0 -period $clk_period [get_ports {clk}]

set non_clock_inputs [all_inputs -no_clocks]
set_input_delay [expr $clk_period * $clk_io_pct] -clock clk0 $non_clock_inputs
set_output_delay [expr $clk_period * $clk_io_pct] -clock clk0 [all_outputs]

===== ./design.v =====
module iir_filter_pipelined 
#(
    parameter DATA_IN_WIDTH  = 16,
    parameter DATA_OUT_WIDTH = 32,
    parameter TAP_WIDTH      = 16,
    parameter FF_TAP_COUNT   = 4,
    parameter FB_TAP_COUNT   = 3
)
(
    input  wire                               clk,
    input  wire                               reset_n,
    input  wire   signed [DATA_IN_WIDTH-1:0]  data_in,
    output wire    signed [DATA_OUT_WIDTH-1:0] data_out
);
    reg signed [DATA_OUT_WIDTH-1:0] x_delay [0:FF_TAP_COUNT-2];
    reg signed [DATA_OUT_WIDTH-1:0] y_delay [0:FF_TAP_COUNT-2];
    reg signed [DATA_OUT_WIDTH-1:0] pipe;
    wire signed [DATA_OUT_WIDTH-1:0] w_product_a [0:FB_TAP_COUNT-1];
    wire signed [DATA_OUT_WIDTH-1:0] w_product_b [0:FF_TAP_COUNT-1];
    integer i, j;
    reg signed [DATA_IN_WIDTH-1:0] r_x;
    reg signed [DATA_OUT_WIDTH-1:0] data_out_reg;
    reg signed [TAP_WIDTH-1:0] B [0:FF_TAP_COUNT-1] = '{1000,1001,1002,1003};
    reg signed [TAP_WIDTH-1:0] A [0:FB_TAP_COUNT-1] = '{1,2,3};
    always @(posedge clk or negedge reset_n) begin
        if (!reset_n) begin
            for (i = 0; i < FF_TAP_COUNT-1; i = i + 1)
                x_delay[i] <= 0;
            for (j = 0; j < FF_TAP_COUNT-1; j = j + 1)
                y_delay[j] <= 0;
            r_x <= 0;
            data_out_reg <= 0;
            pipe <= 0;
        end else begin
            r_x <= data_in;
            for (i = 0; i < FF_TAP_COUNT-2; i = i + 1)
                x_delay[i] <= x_delay[i+1] + w_product_b[i+1];
            x_delay[FF_TAP_COUNT-2] <= w_product_b[FF_TAP_COUNT-1];
            for (j = 0; j < FF_TAP_COUNT-2; j = j + 1)
                y_delay[j] <= y_delay[j+1] + w_product_a[j];
            y_delay[FF_TAP_COUNT-2] <= w_product_a[FB_TAP_COUNT-1];
            pipe <= w_product_b[0] + x_delay[0];
            data_out_reg <= (pipe + y_delay[0]) >>> TAP_WIDTH-3;
        end
    end
    generate
		 genvar o;
		 for (o = 0; o < FB_TAP_COUNT; o = o + 1) begin : a_loop
		 assign w_product_a[o] = (-(A[o]) * ((pipe + y_delay[0]) >>> TAP_WIDTH-3)) ;  
		 end
    endgenerate
    generate
		 genvar c;
		 for (c = 0; c < FF_TAP_COUNT; c = c + 1) begin : b_loop
		 assign w_product_b[c] = B[c] * r_x;  
		 end
    endgenerate
    assign data_out = data_out_reg;
endmodule

==> flow_metrics.env <==
# physical design summary
export IMPL_status="finished clean"
export IMPL_cts_tree="built"
export IMPL_slowest_stage="fa_1"
export IMPL_tns_ps=0
export IMPL_ys_chip_area_um2=37100
export IMPL_tightest_slew_ps=807
export IMPL_openroad_warnings=42
export IMPL_yosys_cells=3573
export IMPL_rrSetupSlack_ps=9150
export IMPL_place_congestion=0.892
export IMPL_holdBufCountCts=0
export IMPL_edf_count=0
export IMPL_critical_path_max_fanout=14
export IMPL_drv_slew=0
export IMPL_slew_headroom=0.448
export IMPL_vias_per_cell=4.69
export IMPL_flop_cell="dfrtp_1"
export IMPL_post_drt_wl_per_cell_um=14.8
export IMPL_worst_ep_required_time_ps=19990
export IMPL_stdcell_count=4942
export IMPL_clkLatencyLatePin_ps=580
export IMPL_netlist_instances=3573
export IMPL_wl_um=72900
export IMPL_yosysWarnings=0
export IMPL_die_w_um=307
export IMPL_critPathLaunchType="flip-flop"
export IMPL_syn_area_per_cell_um2=10.4
export IMPL_syn2layout_area_growth_pct=9.36
export IMPL_numCtsBuffers=39
export IMPL_drtIter0Drc=693
export IMPL_pre_cts_slack_ps=9120
export IMPL_track_usage=0.178
export IMPL_pin_count=50
export IMPL_chipArea_um2=94000
export IMPL_grt_max_degree=76
export IMPL_end_kind="flip-flop"
export IMPL_initial_utilization=0.404
export IMPL_core_rowCount=111
export IMPL_clock_skew_ps=22.8
export IMPL_dp_cells=4870
export IMPL_cts_root_buf="clkbuf_16"
export IMPL_async_flop_share=1.00
export IMPL_antenna_found_initial=0
export IMPL_drc_errors=0
export IMPL_synth_cell_types=71
export IMPL_first_pass_iters=5
export IMPL_drive_gt1_frac=0.0292
export IMPL_finalWorstSetupSlack_ps=9150
export IMPL_post_cts_buffers=0
export IMPL_final_period_utilization=0.531
export IMPL_largest_reg_flops=96
export IMPL_grt_pass1_wl_um=126000
export IMPL_ant_nets=0
export IMPL_core_region_area_um2=91800
export IMPL_drv_cap=0
export IMPL_vias=23200
export IMPL_grt_overflow=0
export IMPL_synth_flops=257
export IMPL_hold_class="reg -> reg"
export IMPL_clk_pin_slew_worst_paths_ps=60
export IMPL_rsz0062_at_grt="no"
export IMPL_io_buffers=49
export IMPL_cpPeakStageDelay_ps=860
export IMPL_fin_crit_ps=10350
export IMPL_die_h_um=307
export IMPL_dp_hpwl_um=61100
export IMPL_worstSetupPathType="reg -> reg"
export IMPL_largest_register="x_delay"
export IMPL_arrival_ps=10840
export IMPL_grt_pass1_vias=25200
export IMPL_clock_fmax_mhz=96.6
export IMPL_synth_seq_share=0.173
export IMPL_cts_num_sinks=257
export IMPL_setup_viol=0
export IMPL_clock_path_buffers=3
export IMPL_cts_resized=0
export IMPL_nFillCells=8553
export IMPL_reg_top3="x_delay (96), y_delay (94), pipe (32)"
export IMPL_cts_max_level=2
export IMPL_finalHoldViolCount=0
export IMPL_netlist_area_um2=37100
==> path summary, 6_finish.rpt <==
| path | start | end | cells after the start |
|---|---|---|---|
| hold reg to reg | x_delay[0] | x_delay[32] | 0 |
| setup / recovery | y_delay[77] | y_delay[95] | 33 |
| hold / removal | x_delay[0] | x_delay[32] | 0 |
| max in group asynchronous | reset_n | y_delay[36] | 4 |
| setup reg to reg | y_delay[77] | y_delay[95] | 33 |
| min in group asynchronous | reset_n | r_x[12] | 1 |
==> critical path: cells and delay by family (launching register included) <==
kind	cells	cell delay (ps)
DFF	1	360
buffers and inverters	8	1200
adders and majority gates	9	4970
AOI/OAI and AO/OA	14	3060
xor gates and xnor gates	2	640
==> metrics by stage <==
stage                util  hold slack [ps]  cell area, um^2
floorplan               -              331            37100
global placement    0.427              334            39200
detailed placement  0.427              339            39200
CTS                 0.442              353            40600
global route        0.442              355            40600
finish              0.442              350            40600
==> Yosys cell counts, types with 9 or more instances <==
cell	instances	area share
nor3_1	22	0.0030
xnor2_1	153	0.036
or3_1	16	0.0027
and2_1	9	0.0015
o211ai_1	18	0.0036
o21a_1	35	0.0071
nand3_1	33	0.0045
o21bai_1	26	0.0053
a211oi_1	23	0.0047
o21ai_0	59	0.0080
fa_1	562	0.30
ha_1	702	0.24
o21ai_1	17	0.0023
nand2b_1	15	0.0025
a21o_1	69	0.014
and3_1	17	0.0029
dfrtp_1	257	0.17
nand2_1	70	0.0071
buf_4	15	0.0030
xor2_1	68	0.016
nand4_1	11	0.0019
a31oi_1	12	0.0020
nor2_1	98	0.0099
inv_1	1004	0.10
a21oi_1	137	0.018
nor2b_1	18	0.0030
==> layout by cell type, fill, tap and decap left out, drive strengths merged, types with 8 or more instances in the layout <==
cell | netlist | final
or3 | 16 | 16
clkinv | 0 | 9
o31ai | 8 | 8
a21oi | 138 | 138
clkbuf | 3 | 49
xor2 | 68 | 68
and3 | 17 | 17
nand2 | 70 | 70
a21o | 69 | 69
fa | 562 | 562
clkdlybuf4s50 | 0 | 48
o21a | 35 | 35
inv | 1004 | 1005
nand4 | 11 | 11
nor3 | 22 | 22
nor2b | 18 | 18
o21bai | 26 | 26
ha | 702 | 702
nand3 | 33 | 33
nor2 | 98 | 98
o21ai | 76 | 76
xnor2 | 153 | 153
o211ai | 19 | 19
dfrtp | 257 | 257
a31oi | 13 | 13
nand2b | 15 | 15
a211oi | 24 | 24
and2 | 9 | 9
buf | 15 | 24
==> per-layer routing <==
| metal | up-vias | routed length (um) | global-route usage |
|---|---|---|---|
| met4 | 0 | 1700 | 0.0319 |
| met3 | 88 | 5080 | 0.0546 |
| li1 | 11500 | - | - |
| met2 | 411 | 32600 | 0.272 |
| met1 | 11200 | 33500 | 0.261 |
| met5 | - | 0 | 0 |
==> cells by family after synthesis <==
| group | after synthesis | synth area share |
|---|---|---|
| buffers and inverters | 1022 | 0.105 |
| xor gates and xnor gates | 221 | 0.0522 |
| AOI/OAI and AO/OA | 474 | 0.0851 |
| adders and majority gates | 1264 | 0.540 |
| muxes | 4 | 0.00108 |
| and+or+nand+nor | 331 | 0.0435 |
| DFF | 257 | 0.173 |
==> cell type report <==
| type | instances | area (um^2) | area share |
|---|---|---|---|
| multi-input cells | 2294 | 26800 | 0.661 |
| repair buffers | 72 | 668 | 0.0165 |
| clock buffers | 49 | 1060 | 0.0262 |
| flip-flops and latches | 257 | 6430 | 0.158 |
| clock inverters | 21 | 279 | 0.00688 |
| inverters | 1004 | 3770 | 0.0929 |
| diodes | 2 | 5.00 | 0.000123 |
| well taps | 1243 | 1560 | 0.0383 |
